<file path="/design/flow/config.mk">
export PLATFORM = sky130hd
export DESIGN_NAME = FIFO
export DESIGN_NICKNAME = FIFO
export VERILOG_FILES = /design/flow/design.v
export SDC_FILE = /design/flow/constraint.sdc
export NUM_CORES = 4
export LEC_CHECK = 1
export CORE_UTILIZATION = 30
export SYNTH_HDL_FRONTEND = slang
</file>
<file path="/design/flow/constraint.sdc">
current_design FIFO

set clk_period 3.8
set clk_io_pct 0.2

create_clock -name clk0 -period $clk_period [get_ports {clk}]

set non_clock_inputs [all_inputs -no_clocks]
set_input_delay [expr $clk_period * $clk_io_pct] -clock clk0 $non_clock_inputs
set_output_delay [expr $clk_period * $clk_io_pct] -clock clk0 [all_outputs]
</file>
<file path="/design/flow/design.v">
`timescale 1ns/1ps
module FIFO #(
    parameter FIFO_depth = 16,
    parameter FIFO_width = 8,
    parameter FIFO_pntr_w = 4,
    parameter FIFO_cntr_w = 4
) (
    input clk,
    input FIFO_reset_n,
    input FIFO_clr_n,
    input [FIFO_width-1:0] data_in,
    output [FIFO_width-1:0] data_out,
    input push,
    input pop
);
integer i=0;
reg [FIFO_width-1:0] FIFO [FIFO_depth-1:0];
reg [FIFO_pntr_w-1:0] top;
reg [FIFO_pntr_w-1:0] btm;
reg [FIFO_cntr_w-1:0] cnt;
always @(posedge clk or negedge FIFO_clr_n) begin
    if (! FIFO_clr_n) begin
        top <= 0;
        btm <= 0;
        cnt <= 0;
        for (i=0; i < FIFO_depth; i= i+1) begin
            FIFO [i] <= 0;
        end 
    end
    else if (!FIFO_reset_n) begin
        top <= 0;
        btm <= 0;
        cnt <= 0;
    end
    else begin
            case ({push,pop})
            2'b10: begin  
                FIFO [top] <= data_in;
                top <= top +1;
                cnt <= cnt +1;
            end  
            2'b01: begin
                btm <= btm +1;
                cnt <= cnt -1;
            end 
            2'b11: begin  
                FIFO[top] <= data_in;
                btm <= btm +1;
                top <= top +1;
            end 
            endcase
        end 
end
assign data_out = FIFO[btm];
endmodule
</file>
<file path="/design/flow/run.sh">
#!/bin/bash
# OpenROAD 26Q1-2900-gdf79404cd8, Yosys 0.63+post, stock flow scripts
make -C /OpenROAD-flow-scripts/flow DESIGN_CONFIG=/design/flow/config.mk WORK_HOME=/design/flow/orfs finish
</file>
==> notes.md <==
Physical implementation status

The run finished with clean final reports. On the critical path the data arrives at 2.68 ns. The maximum operating frequency stands at ~0.29 GHz. The via density per instance stands at 4.93.

In the final run the clock tree shows a worst skew of around 0.0051 ns. For reference, compound AND-OR and OR-AND cells occupy about 1.9% of the area reported after synthesis. The highest fanout seen on the critical path stands at 17.

The vertical die dimension reported for this design is ~150 µm. Sorting the synthesized cells by how often they occur yields dfrtp_1, mux2_2, mux4_2. The routed design shows a wire length per standard cell of approximately 20 µm. Clock tree synthesis inserted a total of 17 buffers.

The overall die width stands at roughly 150 µm. In this run the tools logged warnings totalling 28. Pin placement for this block handled 21 I/O pins. The final timing report lists a hold violation count of 0.

In this run the post-CTS setup repair buffer count came out at 0. After synthesis, the largest family of logic cells by area is multiplexers. After floorplanning, the core was sized to cover roughly 21,000 µm². In this run, the number of DRC markers left after iteration 0 of detailed routing was 178. Relative to the synthesized area, the layout overhead comes to 17.4%. Combinational logic burns a little under an eighth of the power. Per the synthesis report, the dominant area consumer among library cells is dfrtp_1.

Entering global routing, the biggest net connects 85 pins. The post-route standard cell area excluding fillers stands at roughly 7600 µm². The number of different library cells used by synthesis comes to 38. The number of port buffers stands at 20. Of the available clock period, the critical path in the final layout requires between 90% and 100%. The clock insertion delay at the later pin of the skew report stands at around 0.41 ns. Setup total negative slack on the finished layout was measured at 0 ns. The via count of the first global-routing pass stands at between 3,000 and 4,000.

The overflow left after global routing stands at 0. For reference, the placement row count at floorplan is ~53. The area of placed instances stands at 6970 µm². The transition time at the pin with the least slew margin stands at between 0.7 and 0.8 ns. The required time of the critical path stands at 3.04 ns. The completed layout was analyzed and its total power is roughly 3.8 mW. The sink count of the clock tree stands at roughly 140.

The final layout report lists a filler cell count of 1,942. The overall chip area stands at 22,200 µm². Summing the areas of all and, or, nand and nor instances in the mapped netlist gives roughly 6.2% of the synthesized area. The internal cell power stands at between 2 and 3 mW. Yosys attributes the largest share of cell area to dfrtp_1, mux2_2, mux4_2.

Of the cells placed in the final design, the portion with a size suffix greater than 1 is between 40 and 50%. Checking max transition, the worst relative margin is roughly 48%. The detailed-route via count stands at between 3,000 and 4,000. The power density of the placed cells stands at roughly 500 nW/µm². The count of nets left with antenna violations once routing finished came out at 0.

The part of the power in registers stands at 42.9%. The average footprint of a synthesized cell stands at ~16 µm². The area taken by multi-input logic gates stands at just under 3000 µm².

Among all cell types in the netlist, the one instantiated most often is dfrtp_1. Looking at the setup timing report, the critical path kind is register to output pin. Looking at the reg2reg group, the worst path starts from top[3]. After synthesis, the share of cell area in mux cells is between 30% and 40%. TritonCTS built the clock tree.

The clock H-tree reported by CTS has 4 levels. The analysis attributes to cell leakage a power of 3.47 nW. The synthesized design contains around 140 register bits.

The worst IR drop on VDD stands at 0.000396 V. The time the final worst path needs with I/O delays and setup stands at about 3.4 ns. The worst setup path is captured at an output pin. Sequential cells were found to cover 52.6% of the synthesized design area. The area fraction in xor and xnor cells stands at 0.812%.

The register cell area after layout stands at between 3000 and 4000 µm². Once the clock tree was built, the resizer swapped 0 gates to a different size. Before any placement, the netlist area is recorded as 6470 µm². The cell-mix breakdown from Yosys lists the adder-cell area share as less than 1%. The final count of pins violating max slew stands at 0.

The total of max-cap violations stands at 0. Summed over all layers, the routed wires come to between 10,000 and 15,000 µm. The synthesized netlist was found by Yosys to have approximately 400 cells. The async set-or-reset flop fraction in the synthesized netlist stands at 100%. The post-synth tally of flip-flops with integrated enable stands at 0.

The maximum count of clock buffers along a single path stands at 2. The area fraction of the dominant cell type after synthesis stands at between 50% and 60%. For this run, the leading register cell type out of synthesis is dfrtp_1. The number of buffers added to fix hold violations after cts stands at 0.

0 antenna diodes ended up in the layout. The setup-violating endpoint count in the final report stands at 0. STA classifies the critical path startpoint as a register. The initial antenna violation count stands at 0. The warning tally printed by Yosys for this design is 0. Overall routing resource usage recorded by global route was ~15%. CTS placed an instance of clkbuf_16 at the clock tree root.

The clock-pin slew reported for the worst setup and hold paths after clock tree synthesis stands at around 0.06 ns. The HPWL after detailed placement stands at ~9000 µm. The area of the synthesized netlist per yosys stat stands at around 6500 µm². The first global-routing pass estimated ~23,000 µm of wire. The floorplan-stage core utilization stands at between 30% and 40%.

STA reports the tightest min-delay check as being of type input port to async pin. Setup repair after global routing left no endpoint under its margin. The share of power burned in the clock network stands at 45.5%.

RePlAce ended its routability-driven mode at a weighted congestion of between 0.8 and 0.9. The DRC violation count after routing stands at 0. For reference, the critical path is launched at btm[0]. The switching power stands at 0.851 mW. The number of instances in the synthesized netlist stands at around 400. In this run switching power makes up 22.3% of total power. The first-pass iteration count of the detailed router stands at 4.
## final timing paths
| kind | slack (ns) | end | depth (start not counted) |
|---|---|---|---|
| min | 0.40 | FIFO[19] | 1 |
| max in group asynchronous | 2.51 | btm[0] | 2 |
| min reg2reg | 0.50 | FIFO[47] | 1 |
| max | 0.36 | data_out[6] | 5 |
| max reg2reg | 1.74 | FIFO[81] | 3 |
| min in group clk0 | 0.50 | FIFO[47] | 1 |
## power groups by stage
stage | clock (mW) | sequential (mW) | combinational [mW]
6_report | 1.74 | 1.64 | 0.445
5_1_grt | 1.83 | 1.66 | 0.488
4_1_cts | 1.77 | 1.64 | 0.452
## cells in the final DEF (no fill, tap or decap), types with 3 or more instances in the layout
cell type        instances
a22oi_1                 16
and2_1                   7
buf_4                   13
bufinv_16                4
clkbuf_16               17
clkdlybuf4s50_1         19
dfrtp_1                135
ha_1                     5
mux2_2                 119
mux2_4                   8
mux4_1                   9
mux4_2                  21
nand2_1                 11
nor2_2                   5
nor2_4                   6
nor2b_1                  3
nor3_4                   3
xnor2_1                  4
## state kept, by name (all words and copies together), names as in the netlist
name  count
FIFO    128
btm       4
top       4
## routing by layer
metal  vias up  share of wire (%)  track usage [%]
li1       1562                  -                -
met1      1878                 44             20.7
met2        92                 48             23.2
met3        10                6.3             4.46
met4         0                1.2             1.89
met5         -                  0                0
## metrics by stage
step / hold slack, ns / setup WS (ns) / instances / utilization, %
2_1_floorplan: 0.453 / 1.65 / 403 / -
3_3_place_gp: 0.473 / 0.725 / 687 / 33.1
3_5_place_dp: 0.484 / 0.734 / 687 / 33.1
4_1_cts: 0.413 / 0.280 / 718 / 36.0
5_1_grt: 0.434 / 0.148 / 718 / 36.0
6_report: 0.396 / 0.358 / 718 / 36.0
## critical path, cell delays in order, from the launching register on
cell and delay, ns:
dfrtp_2 0.72, buf_4 0.26, mux4_1 0.55, a22oi_1 0.20, nand2_1 0.11, clkdlybuf4s50_1 0.42
## area by class of cell
cell class	instances	area share, %
clock buffers	20	6.01
clock inverters	11	2.26
inverters	2	0.0988
multi-input cells	240	38.0
flip-flops and latches	136	44.8
well taps	275	4.53
repair buffers	34	4.31
## kinds of logic (layout without fill, tap and decap cells)
group / count (synthesis) / count (layout)
mux: 162 / 162
flops: 136 / 136
simple gates: 51 / 51
buf+inv: 27 / 67
compound gates: 16 / 16
xor+xnor: 6 / 6
fa+ha+maj: 5 / 5
No activity file was given, so power comes from the tool's default toggle rates.
